===== flow/design.v =====
module pwm_controller
  (
   input wire        pclk,
   input wire        preset_n,
   input wire        penable,
   input wire [7:0]  paddr,
   input wire        pwrite,
   input wire [31:0] pwdata,
   input wire [3:0]  pstrb,
   input wire [2:0]  pprot,
   input wire        psel,
   output reg [31:0] prdata,
   output reg        pready,
   output wire       pwm_out
);
   reg [31:0]        counter;
   reg [31:0]        counter_limit;  
   reg [31:0]        on_limit;       
   assign pwm_out = counter < on_limit;
   always @(posedge pclk or negedge preset_n)
     if(!preset_n) begin
        pready <= 1'b0;
        counter <= 32'b0;
        counter_limit <= 32'b0;
        on_limit <= 32'b0;
     end else begin
        if (psel & !penable) begin
           if (pwrite) begin
              if (paddr == 8'h0)
                counter_limit <= pwdata;
              else
                on_limit <= pwdata;
           end else begin
              if (paddr == 8'h0)
                prdata <= counter_limit;
              else
                prdata <= on_limit;
           end
           pready <= 1'b1;
        end else begin 
           pready <= 1'b0;
        end
        if (counter >= counter_limit)
          counter <= 32'b0;
        else
          counter <= counter + 32'b1;
     end
endmodule

===== flow/run.sh =====
#!/bin/bash
# OpenROAD 26Q1-2900-gdf79404cd8, Yosys 0.63+post, stock flow scripts
make -C /OpenROAD-flow-scripts/flow DESIGN_CONFIG=/design/flow/config.mk WORK_HOME=/design/flow/orfs finish

===== flow/config.mk =====
export PLATFORM = sky130hd
export DESIGN_NAME = pwm_controller
export DESIGN_NICKNAME = pwm_controller
export VERILOG_FILES = /design/flow/design.v
export SDC_FILE = /design/flow/constraint.sdc
export NUM_CORES = 4
export LEC_CHECK = 1
export CORE_UTILIZATION = 30

===== flow/constraint.sdc =====
current_design pwm_controller

set clk_period 5.7
set clk_io_pct 0.2

create_clock -name clk0 -period $clk_period [get_ports {pclk}]

set non_clock_inputs [all_inputs -no_clocks]
set_input_delay [expr $clk_period * $clk_io_pct] -clock clk0 $non_clock_inputs
set_output_delay [expr $clk_period * $clk_io_pct] -clock clk0 [all_outputs]

==> job_summary.md <==
## Synthesis and layout report

| Metric | Value |
|---|---|
| Outcome | completed |
| Switch share | 24.3% |
| Crit Reg-Reg Startpoint | counter[11] |
| Most numerous logic cells after layout | sky130_fd_sc_hd__dfrtp_1 (97), sky130_fd_sc_hd__nand2_1 (80), sky130_fd_sc_hd__clkdlybuf4s50_1 (77) |
| Core Area | 22000 sq um |
| Warning total across the stage logs | 32 |
| Leakage Power | 3.80 nW |
| Number of antenna violations at the first check in global routing | 0 |
| Number of violations reported at the end of detailed-routing iteration 0 | 159 |
| DIE AREA | 23300 sq um |
| Transition at the pin with the smallest max-transition slack | 0.672 ns |
| Multi-input gate area in the final layout | 3070 sq um |
| Number of port buffers | 78 |
| Via count of the first global-routing pass | 4660 |
| Critical Setup Path Class | reg -> out |
| CTS H-tree lvls | 4 |
| Sum of internal, switching and leakage power | 2.50 mW |
| Wire length reported by the detailed router | 14600 microns |
| Count of library flops with an enable pin | 32 |
| Cell count after synthesis | 644 |
| Register clock-pin slew on the reported worst setup and hold paths | 0.05 ns |
| Area growth from synthesis to layout | 25.2% |
| Maximum frequency from static timing analysis | 0.258 GHz |
| Worst setup path startpoint | counter[29] |
| TritonCTS clock tree | done |
| Switching power of the nets | 608 uW |
| Proportion of layout cells with a drive suffix above 1 | 15.2% |
| Total count of hold-check failures in the final report | 0 |
| GRT Overall Usage | 13.5% |
| Area taken by flip-flops and latches | 3390 sq um |
| Post-synthesis area per instance | 10.6 sq um |
| Sum of net half-perimeters after detailed placement | 10700 microns |
| Hold Crit Endpoint | counter_limit[8] |
| Count of standard-cell rows | 54 |
| Share of the core filled with cells in the final layout | 38.7% |
| Syn. warnings | 1 |
| Type of the tightest min-delay check | reg -> reg |
| Crit Reg-Reg Endpoint | counter[6] |
| Maximum resistive drop on vdd | 0.000187 V |
| Largest buffer count on any clock path | 2 |
| Total vias in the final route | 4687 |
| Post-Layout Cell Count | 1022 |
| Data required, critical path | 4.56 ns |
| Diode count | 0 |
| Synth logic family | simple AND/OR/NAND/NOR gates |
| Netlist area before placement | 6800 sq um |
| Routed length per instance | 14.3 microns |
| Area fraction in mux cells | 5.63% |
| Endpoint class of the critical path | primary output |
| Total cells reported by yosys after synthesis | 644 |
| Main flop type | sky130_fd_sc_hd__dfrtp_1 |
| Slew Limit Headroom | 55.2% |
| Most instantiated logic cell after routing | sky130_fd_sc_hd__dfrtp_1 |
| Worst-case clock skew | 0.00897 ns |
| Worst Path Arrival | 2.74 ns |
| Crit path time final | 3.88 ns |
| Total negative slack | 0 ns |
| CP Max Fanout | 5 |
| First-pass GRT wire length | 24300 microns |
| Clock net sink count | 129 |
| Post-synth seq share | 49.8% |
| Startpoint of the lowest-slack hold path | counter_limit[8] |
| Post-detailed-route count of antenna-violating nets | 0 |
| Routed vias/inst | 4.59 |
| DRC errors left | 0 |
| Fraction of the core area occupied by cells at floorplan | 30.9% |
| Share of async-settable or async-resettable flops after synthesis | 75.2% |
| Pin count of the biggest net entering global routing | 65 |
| Depth of the worst hold-timing path | 1 |
| Total of max-cap violations | 0 |
| Setup repair bufs after CTS | 0 |
| Cell resize tally after clock tree synthesis | 0 |
| Final count of pins violating max slew | 0 |
| Cell Pwr Density | 293 nW/um^2 |
| Cell Int Power | 1.89 mW |
| Placed Cells | 990 |
| Worst reg-to-reg path cell count | 8 |
| Io pins | 86 |
| Post-synth regs | 129 |
| Die Wd | 153 microns |
| Clk Latency, worst-skew pair | 0.42 ns |
| Clock Tree Root | sky130_fd_sc_hd__clkbuf_16 |
| Number of buffers added by the clock tree synthesis step | 17 |
| Min Hold Slack | 0.503 ns |
| Filler cell count in the final layout | 2132 |
| Relative contribution of sequential cells to total power | 41.9% |
| Simple logic cell fraction of the synthesized area | 13.9% |
| Hold-fix buffers at CTS | 0 |
| Number of iterations in the first detailed-routing pass | 17 |
| Number of setup violations in the final report | 0 |
| Fraction of synthesized cell area in xor and xnor cells | 3.86% |
| Reg-to-reg slack, setup | 2.94 ns |
| Final RePlAce weighted congestion | 0.805 |
| AND-OR/OR-AND share of the synthesized area | 9.88% |
| Unrepaired setup endpoints after global routing | false |
| Number of different library cells in the post-synthesis netlist | 42 |
| Post-synthesis adder-cell area fraction | 11.8% |
| CP Launch Type | register |
| Chip height | 153 microns |
| Overall overflow remaining after global route | 0 |
| Chip area in the Yosys report | 6800 sq um |
| Final worst-path cycle share | 68.0% |
| Gate power share | 12.5% |
| Clock group share of total power | 45.6% |
metrics by stage:
step,instance area [sq um],worst slack [ns]
finish,8510,1.82
global route,8510,1.68
CTS,8510,1.75
detailed placement,7890,1.88
global placement,7890,1.89
floorplan,6800,3.08
sequential cells by signal, summed over array words and instances (netlist names):
register	flops
counter	32
counter_limit	32
on_limit	32
prdata	32
pready	1
Yosys cell counts, types with 19 or more instances:
cell	count	area share (%)
sky130_fd_sc_hd__a21oi_1	20	1.5
sky130_fd_sc_hd__dfrtp_1	97	36
sky130_fd_sc_hd__nor2_2	30	2.8
sky130_fd_sc_hd__ha_1	64	12
sky130_fd_sc_hd__xor2_1	19	2.4
sky130_fd_sc_hd__o21ai_0	53	3.9
sky130_fd_sc_hd__nand3_1	20	1.5
sky130_fd_sc_hd__mux2_2	34	5.6
sky130_fd_sc_hd__edfxtp_1	32	14
sky130_fd_sc_hd__nand2_1	81	4.5
sky130_fd_sc_hd__inv_1	65	3.6
critical path, cell delays in order, from the launching register on:
cell and delay, ns:
sky130_fd_sc_hd__dfrtp_1 0.44, sky130_fd_sc_hd__ha_1 0.33, sky130_fd_sc_hd__nand4_1 0.18, sky130_fd_sc_hd__or4_1 0.61
sky130_fd_sc_hd__a21oi_1 0.24, sky130_fd_sc_hd__nor3_1 0.07, sky130_fd_sc_hd__clkdlybuf4s50_1 0.45
cell families after synthesis:
family / after synthesis
multiplexers: 34
adder cells (fa/ha/maj): 64
XOR/XNOR: 30
buffers and inverters: 85
AND-OR/OR-AND: 112
flip-flops: 129
AND/OR/NAND/NOR: 190
power groups by stage:
stage | sequential, mW | combinational (mW) | clock, mW
after CTS | 1.05 | 0.322 | 1.16
after global routing | 1.05 | 0.361 | 1.20
final | 1.05 | 0.313 | 1.14
layout make-up:
| class | instances | share of cell area, % |
|---|---|---|
| tap | 280 | 4.12 |
| multi-input combinational | 430 | 36.1 |
| timing repair buffer | 86 | 9.85 |
| clock buffer | 22 | 5.45 |
| sequential | 129 | 39.8 |
| inverter | 65 | 2.87 |
| clock inverter | 10 | 1.85 |
how the worst max path moves through the flow:
stage                 endpoint  slack, ns  depth (start not counted)
after CTS              pwm_out       1.75                          6
after global routing   pwm_out       1.68                          6
final                  pwm_out       1.82                          6
metal layers:
metal | GRT usage (%) | routed length (microns)
met4 | 1.35 | 171
met3 | 3.07 | 731
met2 | 21.1 | 6650
met5 | 0 | 0
met1 | 20.7 | 7010
Power and IR drop assume default switching activity.
