**./design.v**
```verilog
module some_registers
  (
   input wire        pclk,
   input wire        preset_n,
   input wire        penable,
   input wire [7:0]  paddr,
   input wire        pwrite,
   input wire [31:0] pwdata,
   input wire [3:0]  pstrb,
   input wire [2:0]  pprot,
   input wire        psel,
   output reg [31:0] prdata,
   output reg        pready
);
   wire [1:0]        wordaddr;
   reg [31:0]        registers[3:2];  
   assign wordaddr = paddr[3:2];
   always @(posedge pclk or negedge preset_n)
     if(!preset_n) begin
        pready <= 1'b0;
     end else begin
        if (psel & !penable) begin
           if (pwrite) begin
              if (pstrb[0]) registers[wordaddr][7:0] <= pwdata[7:0];
              if (pstrb[1]) registers[wordaddr][15:8] <= pwdata[15:8];
              if (pstrb[2]) registers[wordaddr][23:16] <= pwdata[23:16];
              if (pstrb[3]) registers[wordaddr][31:24] <= pwdata[31:24];
           end else begin
              prdata <= registers[wordaddr];
           end
           pready <= 1'b1;
        end else begin 
           pready <= 1'b0;
        end
     end
endmodule
```
**./run.sh**
```bash
#!/bin/bash
# OpenROAD 26Q1-2900-gdf79404cd8, Yosys 0.63+post, stock flow scripts
make -C /OpenROAD-flow-scripts/flow DESIGN_CONFIG=/design/flow/config.mk WORK_HOME=/design/flow/orfs finish
```
**./config.mk**
```make
export PLATFORM = sky130hd
export DESIGN_NAME = some_registers
export DESIGN_NICKNAME = some_registers
export VERILOG_FILES = /design/flow/design.v
export SDC_FILE = /design/flow/constraint.sdc
export NUM_CORES = 4
export LEC_CHECK = 1
export CORE_UTILIZATION = 40
```
**./constraint.sdc**
```tcl
current_design some_registers

set clk_period 2.1
set clk_io_pct 0.2

create_clock -name clk0 -period $clk_period [get_ports {pclk}]

set non_clock_inputs [all_inputs -no_clocks]
set_input_delay [expr $clk_period * $clk_io_pct] -clock clk0 $non_clock_inputs
set_output_delay [expr $clk_period * $clk_io_pct] -clock clk0 [all_outputs]
```
==> out/summary.json <==
{
  "route.layer.met1.wl": {"value": 3560, "unit": "microns"},
  "layout_stage_area_growth_over_the_synthesis_result": {"value": 29.8, "unit": "%"},
  "startpoint": {"value": "prdata[31]"},
  "route.antenna.remaining_nets": {"value": 0},
  "die_h": {"value": 122, "unit": "microns"},
  "cts.reportedPaths.clkPinSlew": {"value": 0.06, "unit": "ns"},
  "design.portCount": {"value": 85},
  "cts-hold-fix-buffers": {"value": 0},
  "cp-endpoint": {"value": "prdata[31]"},
  "num-fill-cells": {"value": 1063},
  "critical_path.slowest_cell": {"value": "sky130_fd_sc_hd__clkdlybuf4s50_1"},
  "post_synth_instance_area": {"value": 5750, "unit": "sq um"},
  "arrival": {"value": 1.26, "unit": "ns"},
  "clockRootBuffer": {"value": "sky130_fd_sc_hd__clkbuf_16"},
  "fmax": {"value": 595, "unit": "MHz"},
  "grt_start_max_net_pins": {"value": 33},
  "wl_met2": {"value": 4620, "unit": "microns"},
  "num_vias": {"value": 2627},
  "dp.final_hpwl": {"value": 5770, "unit": "microns"},
  "routabilityCongestion": {"value": 0.722},
  "max_stage_delay": {"value": 0.48, "unit": "ns"},
  "endpoints_failing_setup": {"value": 0},
  "detail_route.vias_per_cell": {"value": 4.95},
  "post_route_cells_drive_above_1_share": {"value": 25.9, "unit": "%"},
  "layout.cells.most_common_list": {"value": "160 x sky130_fd_sc_hd__edfxtp_1, 73 x sky130_fd_sc_hd__clkdlybuf4s50_1, 32 x sky130_fd_sc_hd__mux4_2"},
  "first_pass_iters": {"value": 4},
  "rr_worst_depth": {"value": 1},
  "cts_buffers": {"value": 17},
  "postLayoutSetupSlackWorst": {"value": 0.420, "unit": "ns"},
  "port-buffer-count": {"value": 75},
  "initial_utilization": {"value": 41.2, "unit": "%"},
  "worst_path_dominant_cell_family": {"value": "buffers and inverters"},
  "cts_tree": {"value": "yes"},
  "drt_drc_violations_left": {"value": 0},
  "timing.clock.skew": {"value": 0.00472, "unit": "ns"},
  "vias_in_the_first_global_route": {"value": 2952},
  "max_cap_violations": {"value": 0},
  "dieWidth": {"value": 122, "unit": "microns"},
  "synth_flops": {"value": 161},
  "crit_path_cell_trace": {"value": "clkdlybuf4s50_1"},
  "topRoutingLayerUsed": {"value": "met4"},
  "mean_instance_size_in_the_synthesized_netlist": {"value": 25.2, "unit": "sq um"},
  "layout.cells.most_common": {"value": "sky130_fd_sc_hd__edfxtp_1"},
  "gr-total-overflow": {"value": 0},
  "crit_type": {"value": "reg -> out"},
  "synth.yosys.chip_area": {"value": 5750, "unit": "sq um"},
  "cts_setup_buffers": {"value": 0},
  "holdWs": {"value": 0.170, "unit": "ns"},
  "avgRoutedWirePerCell": {"value": 17.8, "unit": "microns"},
  "r2r-end": {"value": "prdata[25]"},
  "number_of_antenna_violations_at_the_first_check_in_global_routing": {"value": 0},
  "crit_fanout": {"value": 1},
  "cts.sinks": {"value": 161},
  "final-max-slew-violation-count": {"value": 0},
  "dp_worst_setup_slack": {"value": 0.0642, "unit": "ns"},
  "worstPathRequired": {"value": 1.68, "unit": "ns"},
  "grt_pass1_wl": {"value": 15200, "unit": "microns"},
  "htreeDepth": {"value": 4},
  "fp-row-count": {"value": 43},
  "min_period_over_period": {"value": 80.0, "unit": "%"},
  "worstPathBufferInverterCount": {"value": 1},
  "placeableCoreArea": {"value": 13900, "unit": "sq um"},
  "hold_viol": {"value": 0},
  "overall_routed_net_length": {"value": 9440, "unit": "microns"},
  "total_routing_usage_gr": {"value": 15.5, "unit": "%"},
  "clock.latency.late_pin": {"value": 0.42, "unit": "ns"},
  "n_antenna_cell": {"value": 0},
  "power.static_leakage": {"value": 2.41, "unit": "nW"},
  "pwr_density_cell": {"value": 894, "unit": "nW/um^2"},
  "synth-cells-yosys": {"value": 228},
  "ys_seq_share": {"value": 84.0, "unit": "%"},
  "outcome": {"value": "finished clean"},
  "worstSetupStartpointType": {"value": "register"},
  "place_inst": {"value": 500},
  "setup.reg_to_reg.worst_slack": {"value": 0.99, "unit": "ns"},
  "r2r_start": {"value": "registers[2][25]"},
  "critical_path_cell_count": {"value": 1},
  "warning_count": {"value": 34},
  "post_synth_num_cell_types": {"value": 16},
  "dr.first_iter.drc_count": {"value": 161},
  "grt_setup_unrepaired": {"value": "no"},
  "die_area": {"value": 14900, "unit": "sq um"},
  "clockBufferDepth": {"value": 2},
  "syn_inst": {"value": 228},
  "max-vdd-ir-drop": {"value": 0.488, "unit": "mV"},
  "slew_headroom": {"value": 78.2, "unit": "%"},
  "stdcell_count": {"value": 531},
  "yosys_warnings": {"value": 2},
  "fin_crit": {"value": 1.68, "unit": "ns"},
  "tns": {"value": 0, "unit": "ns"},
  "worst_hold_path_type": {"value": "in -> async"},
  "worst_setup_path_end_kind": {"value": "primary output"},
  "tightestPinTransition": {"value": 0.327, "unit": "ns"},
  "met3_length": {"value": 1080, "unit": "microns"},
  "cts_repair_resize_count": {"value": 0}
}
report_power, final:
part	switching [mW]	internal, mW
combinational	0.111	0.152
clock	1.12	1.72
sequential	0.00468	3.56
total	1.24	5.43
sequential cells by signal, indices dropped and copies added, names as in the netlist:
signal / flops
prdata: 32
pready: 1
registers: 128
per-layer routing:
metal,up-vias,track usage [%]
li1,1192,-
met1,1285,22.5
met2,138,22.7
met3,12,8.97
met4,0,2.78
met5,-,0
cell families (layout without fill, tap and decap cells):
kind of cell           Yosys count  after routing  synth area share (%)
DFF                            161            161                  84.0
muxes                           32             32                  12.5
and+or+nand+nor                 22             22                  2.18
buffers and inverters           13            136                  1.26
stage by stage:
stage	power, mW	cell area, sq um	utilization, %
2_1_floorplan	3.75	5750	-
3_3_place_gp	3.89	6910	49.6
3_5_place_dp	3.90	6910	49.6
4_1_cts	6.75	7460	53.5
5_1_grt	6.91	7460	53.5
6_report	6.67	7460	53.5
cell usage after synthesis:
master | instances | share of area, %
sky130_fd_sc_hd__and3b_1 | 1 | 0.15
sky130_fd_sc_hd__buf_1 | 1 | 0.065
sky130_fd_sc_hd__buf_2 | 4 | 0.35
sky130_fd_sc_hd__buf_4 | 1 | 0.13
sky130_fd_sc_hd__buf_6 | 2 | 0.39
sky130_fd_sc_hd__clkbuf_1 | 1 | 0.065
sky130_fd_sc_hd__dfrtp_1 | 1 | 0.44
sky130_fd_sc_hd__edfxtp_1 | 160 | 84
sky130_fd_sc_hd__inv_1 | 4 | 0.26
sky130_fd_sc_hd__mux4_2 | 32 | 13
sky130_fd_sc_hd__nand2_1 | 1 | 0.065
sky130_fd_sc_hd__nand2b_1 | 2 | 0.22
sky130_fd_sc_hd__nand4b_1 | 1 | 0.15
sky130_fd_sc_hd__nor2b_1 | 1 | 0.11
sky130_fd_sc_hd__nor3_1 | 12 | 1.0
sky130_fd_sc_hd__nor4_1 | 4 | 0.44
layout make-up:
class                   count  area (sq um)  share of cell area [%]
multi-input cells          54           866                    11.6
repair buffers            101           973                    13.0
flip-flops and latches    161          4830                    64.7
clock inverters            12           119                    1.59
clock buffers              19           433                    5.80
inverters                   4          15.0                   0.201
well taps                 180           225                    3.02
worst min-delay path by stage:
stage	slack (ns)	cells after the start	to	start
5_1_grt	0.14	1	pready	preset_n
4_1_cts	0.15	1	pready	preset_n
6_report	0.17	1	pready	preset_n
Power and IR drop assume default switching activity.
